==> flow/design.v <==
module MAX7219#(parameter Freq_MegaHZ = 50)(sys_clk, _rst, str, busy, IRreg, data, CS, CLK, Din);
input sys_clk,  _rst, str;
input [7:0]data, IRreg;
output busy;
output reg CS = 1'b1, Din = 1'b0, CLK = 1'b0;
reg [5:0]cnt = 'd0;
reg [1:0]state = 2'd0;
parameter IDLE     = 2'd0;
parameter Address  = 2'd1;
parameter TxData   = 2'd2;
parameter finished = 2'd3;
parameter ON       = 8'h01;
parameter OFF      = 8'h00;
reg clk_spi = 1'b0;
assign busy = (state==IDLE)?0:1;
	always@(posedge sys_clk, negedge  _rst)begin
		if(!_rst)begin
			cnt     <= 'd0;
			clk_spi <= 1'b0;
		end
		else begin
			if(str)begin
				if(cnt==Freq_MegaHZ/2)begin
					clk_spi <= ~clk_spi;
					cnt     <= 'd0;
				end
				else 
					cnt <= cnt + 1'b1;
			end
			else begin
				cnt     <= 'd0;
				clk_spi <= 1'b0;
			end
		end
	end
reg [2:0]TxCnt = 3'd7;
reg [2:0]flag = 3'b001;
	always@(posedge clk_spi, negedge  _rst)begin
		if(!_rst)begin
			flag   <= 3'b001;
			CS     <= 1'b1;
			TxCnt  <= 3'd7;
			state  <= IDLE;
		end
		else begin
			case(state)
				IDLE:begin
					if(str)begin
						TxCnt <= 3'd7;
						CS    <= 1'b0;
						flag  <= 3'b001;
						state <= Address;
					end
					else begin
						CS    <= 1'b1;
						state <= IDLE;
					end
				end
				Address:begin
					flag <= flag << 1;
					if(flag==3'b001)
						Din  <= IRreg[TxCnt];
					else if(flag==3'b010)
						CLK  <= 1'b1;
					else if(flag==3'b100)begin
						CLK  <= 1'b0;
						flag <= 3'b001;
						if(TxCnt==3'd0)begin
							TxCnt <= 3'd7;
							state <= TxData;
						end
						else
							TxCnt <= TxCnt - 1'b1;
					end
				end
				TxData:begin
					flag <= flag << 1;
					if(flag==3'b001)
						Din  <= data[TxCnt];
					else if(flag==3'b010)
						CLK  <= 1'b1;
					else if(flag==3'b100)begin
						CLK  <= 1'b0;
						flag <= 3'b001;
						if(TxCnt==3'd0)begin
							TxCnt  <= 3'd7;
							state  <= finished;
						end
						else
							TxCnt <= TxCnt - 1'b1;
					end
				end
				finished:begin
					Din    <= 1'b0;
					CS     <= 1'b1;
					state  <= IDLE;
				end
			endcase
		end
	end
endmodule 
module usage_MAX7219(sys_clk, _rst, _str, Din, CS, CLK, shutdown);
input sys_clk, _rst, _str, shutdown;
output Din, CS, CLK;
reg [3:0]IRreg = 4'b0000;
reg [7:0]data = 8'h00;
reg clk_roll = 1'b0;
reg [7:0]display[7:0];
MAX7219#(.Freq_MegaHZ(50))
		 U0(.sys_clk(sys_clk), ._rst(_rst), .str(~_str), .busy(busy), .IRreg({4'b0000,IRreg}), .data(data), .CS(CS), .CLK(CLK), .Din(Din));
reg [22:0]cnt = 'd0;
	always@(posedge sys_clk)begin
		if(!_rst)begin
			cnt      <= 'd0;
			clk_roll <= 1'b0;
		end
		else begin
			if(cnt=='d5000000)begin
				clk_roll <= ~clk_roll;
				cnt <= 'd0;
			end
			else
				cnt <= cnt + 1'b1;
		end
	end
	always@(posedge clk_roll, negedge _rst)begin
		if(!_rst)begin
			display[0] <= 8'b10101010;
			display[1] <= 8'b01010101;
			display[2] <= 8'b10101010;
			display[3] <= 8'b01010101;
			display[4] <= 8'b10101010;
			display[5] <= 8'b01010101;
			display[6] <= 8'b10101010;
			display[7] <= 8'b01010101;
		end
		else begin
			display[0] <= display[7];
			display[1] <= display[0];
			display[2] <= display[1];
			display[3] <= display[2];
			display[4] <= display[3];
			display[5] <= display[4];
			display[6] <= display[5];
			display[7] <= display[6];
		end
	end
	always@(negedge busy, negedge _rst)begin
		if(!_rst)
			IRreg <= 4'd0;
		else
			IRreg <= IRreg + 1;
	end
	always@(IRreg)begin
		case(IRreg)
			4'h0:data  = 8'h00;
			4'h1:data  = display[0];
			4'h2:data  = display[1];
			4'h3:data  = display[2];
			4'h4:data  = display[3];
			4'h5:data  = display[4];
			4'h6:data  = display[5];
			4'h7:data  = display[6];
			4'h8:data  = display[7];
			4'h9:data  = 8'h00; 
			4'hA:data  = 8'h00; 
			4'hB:data  = 8'h07; 
			4'hC:data  = {7'b0000000,shutdown}; 
			4'hF:data  = 8'h00; 
			default:data  = 8'h00;
		endcase
	end
endmodule 
==> flow/run.sh <==
#!/bin/bash
# OpenROAD 26Q1-2900-gdf79404cd8, Yosys 0.63+post, stock flow scripts
make -C /OpenROAD-flow-scripts/flow DESIGN_CONFIG=/design/flow/config.mk WORK_HOME=/design/flow/orfs finish
==> flow/config.mk <==
export PLATFORM = sky130hd
export DESIGN_NAME = usage_MAX7219
export DESIGN_NICKNAME = usage_MAX7219
export VERILOG_FILES = /design/flow/design.v
export SDC_FILE = /design/flow/constraint.sdc
export NUM_CORES = 4
export LEC_CHECK = 1
export CORE_UTILIZATION = 40
==> flow/constraint.sdc <==
current_design usage_MAX7219

set clk_period 3.8
set clk_io_pct 0.2

create_clock -name clk0 -period $clk_period [get_ports {sys_clk}]

set non_clock_inputs [all_inputs -no_clocks]
set_input_delay [expr $clk_period * $clk_io_pct] -clock clk0 $non_clock_inputs
set_output_delay [expr $clk_period * $clk_io_pct] -clock clk0 [all_outputs]
==> notes.md <==
fresh numbers from the pnr run: status=complete, no violations, Pre-antenna DRT Iters=4, setup bufs post-CTS=0, Max-cap violations=0, Routed WL=8.004 mm, total gr overflow=0, CTS tree=yes, simple share=15.27%, count leader, synth=dfrtp_1, number of antenna diodes=0, DRT iter0 DRCs=222, Setup Skew=0.004753 ns, Yosys chip area=0.004557 mm2, Area Overhead vs Synth=6.617%, WHS=0.4080 ns, Final min period=1.791 ns, first-pass GRT wire length=13.72 mm, Adder Share, Synth=3.844%, Wirelength per Cell=15.02 um, Crit Path Category=flip-flop to flip-flop, Mux area share=2.526%, final setup TNS=0 ns, Vias=2791, post-layout period usage=47.12%, Top area cell types=dfrtp_1 26%, dfstp_2 21%, dfxtp_1 11%, crit start category=flip-flop, tool warnings=34, maximum clock frequency=558.4 MHz, initial antenna violation count=0, launch point of the worst reg-to-reg path=cnt[2]$_SDFF_PP0_, Cell Area, Synth=0.004557 mm2, WP data required=3.95 ns, gr usage total=15.08%, yosys cell count=394, Detail Route Antenna Nets=0, power per cell area=158.4 mW/mm2, IO Pins=7, DIE AREA=0.01182 mm2, die height=108.7 um, post-DP HPWL=5.407 mm, Rel. slew slack=49.27%, Critical path origin=cnt[2]$_SDFF_PP0_, endpoints left unconstrained=84, Slew @ Worst Pin=0.7610 ns, Root Driver=clkbuf_16, Max clock buf depth=2, Area leader share=25.81%, ao+oa area frac=10.13%, Gate Count Post-Synth=394, number of global-route vias before repair=2783, Post-CTS Resized=0, pin count of the biggest net entering global routing=66, main flop type=dfrtp_1, H-tree depth=2, syn_area_per_cell=11.57 um2, clock latency on the worst-skew pair=0.27 ns, Yosys cell types=62, unrepaired setup endpoints after global routing=false, maximum fanout along the worst path=7, endpoints failing setup=0, total power=0.7698 mW, Max Slew Vio Count=0, Residual DRC=0, flip-flops with a built-in enable=2, min-delay worst type=input port to async pin, post-synthesis sequential area ratio=59.01%, Num CTS Buffers=5, Worst EP arrival=1.94 ns, Warnings, synthesis=4, Worst R2R Path Depth=6, Reg clk slew, reported paths=0.05 ns, floorplan utilization=41.49%, DIE WIDTH=108.7 um, GPL Wtd Cong=0.8544, IO buf count=6, leading area contributor after synthesis=dfrtp_1, Core Region=0.01098 mm2, Leak Pwr=1.925 nW, Final Hold Viols=0, fraction of layout cells with a size suffix above 1=15.52%, Synth flops=110, ys async rst share=76.36%, register pins left without a clock=79, maximum VDD drop=0.2182 mV, Largest logic family=simple AND/OR/NAND/NOR gates, row cnt=38, Hold-fix buffers, CTS=0, vias per inst=5.236, Setup crit end kind=flip-flop, top cells by count, synth=47 x dfrtp_1, 45 x nor2_1, 37 x dfstp_2, 27 x nand2_1, 24 x dfxtp_1, XOR/XNOR Area Share=5.766%
## power by group
part	switching, mW	total, mW	internal [mW]
combinational	0.0301	0.0413	0.0111
sequential	0.00645	0.342	0.335
clock	0.128	0.387	0.259
## cells by family after synthesis
family,after synthesis
xor+xnor,30
fa+ha+maj,14
flops,110
mux,10
buf+inv,33
compound gates,63
simple gates,134
## flip-flops by register name (all words and copies together) (netlist names), 2 cells and up
| signal | flops |
|---|---|
| IRreg | 4 |
| U0.TxCnt | 3 |
| U0.cnt | 6 |
| display | 64 |
| U0.flag | 3 |
| U0.state | 2 |
| cnt | 23 |
## final cells by class
| type | count | area, um2 |
|---|---|---|
| Tap cell | 140 | 175.2 |
| Timing Repair Buffer | 9 | 80.08 |
| Fill cell | 956 | 6125 |
| Sequential cell | 110 | 2689 |
| Inverter | 15 | 56.30 |
| Clock inverter | 1 | 5.005 |
| Clock buffer | 7 | 142.6 |
| Multi-Input combinational cell | 251 | 1710 |
## critical path: stages (launching register included)
cell     delay (ns)
dfxtp_1        0.44
and4_1         0.27
nand4_1        0.24
nor3_1         0.38
nand3_1        0.14
xor2_1         0.16
nor2_1         0.05
## metrics by stage
stage                     util (%)  worst slack (ns)  cell area (um2)  cells
after floorplan                  -             2.159             4557    394
after global placement       42.89             2.002             4711    525
after detailed placement     42.89             1.979             4711    525
after CTS                    44.24             1.990             4858    533
after global routing         44.24             1.835             4858    533
final                        44.24             2.009             4858    533
## final timing paths
path	end	slack [ns]
setup / recovery	cnt[22]$_SDFF_PP0_	2.01
hold / removal	U0.cnt[3]$_DFF_PN0_	0.41
setup reg to reg	cnt[22]$_SDFF_PP0_	2.01
hold reg to reg	U0.cnt[0]$_DFF_PN0_	0.49
max in group asynchronous	U0.cnt[1]$_DFF_PN0_	3.13
min in group clk0	U0.cnt[0]$_DFF_PN0_	0.49
## cells in the final DEF (no fill, tap or decap), types with 5 or more instances in the layout
| master | synthesis | layout |
|---|---|---|
| o21ai_0 | 10 | 10 |
| clkdlybuf4s50_1 | 0 | 5 |
| a21oi_1 | 8 | 8 |
| nand3_1 | 16 | 16 |
| xnor2_1 | 14 | 14 |
| mux2i_1 | 7 | 7 |
| dfstp_2 | 37 | 37 |
| dfrtp_1 | 47 | 47 |
| clkbuf_16 | 0 | 5 |
| ha_1 | 14 | 14 |
| xor2_1 | 16 | 16 |
| a22oi_1 | 7 | 7 |
| inv_1 | 15 | 15 |
| nor2_1 | 45 | 45 |
| nand4_1 | 7 | 7 |
| nor3_1 | 5 | 5 |
| nand2_1 | 27 | 27 |
| dfxtp_1 | 24 | 24 |
## metal layers
| layer | up-vias | GRT usage, % | wire (um) |
|---|---|---|---|
| met2 | 45 | 22.47 | 3630 |
| met5 | - | 0 | 0 |
| met3 | 0 | 2.559 | 295 |
| met4 | 0 | 0.3861 | 0 |
| met1 | 1374 | 25.33 | 4078 |
| li1 | 1372 | - | - |
No activity file was given, so power comes from the tool's default toggle rates.
